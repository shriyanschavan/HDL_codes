==> flow/design.v <==
module clock (clkin, clkout);
input clkin;
output reg clkout;
integer count = 0;
always@(posedge clkin)
begin
 if (count == 25000000)
	begin
    clkout = ~clkout;
	 count = 0;
	 end 
	 else 
	 count = count + 1;
end
endmodule
module updownctr(clk, rst, w, oups, oupl);
input clk, rst, w;
output reg [6:0] oups;
output reg [3:0] oupl;
wire clk1sec;
clock clk1 (clk, clk1sec);
always @ (posedge(clk1sec) or posedge(rst))
begin
if(rst == 1)
	oupl <= 0;
else
	if(w == 0)
		if (oupl == 15)
			oupl <= 0;
		else
			oupl <= oupl + 1;
	else
		if(oupl == 0)
			oupl <= 15;
		else 
			oupl <= oupl - 1;
end		
always@(oupl)
begin
case(oupl)
4'd0:
	begin
	oups = 7'b0000001;
	end
4'd1: 
	begin
	oups = 7'b1001111;
	end
4'd2: 
	begin
	oups = 7'b0010010;
	end
4'd3: 
	begin
	oups = 7'b0000110;
	end
4'd4: 
	begin
	oups = 7'b1001100;
	end
4'd5: 
	begin
	oups = 7'b0100100;
	end
4'd6: 
	begin
	oups = 7'b0100000;
	end
4'd7: 
	begin
	oups = 7'b0001111;
	end
4'd8: 
	begin
	oups = 7'b0000000;
	end
4'd9: 
	begin
	oups = 7'b0000100;
	end
4'd10: 
	begin
	oups = 7'b0000010;
	end
4'd11: 
	begin
	oups = 7'b1100000;
	end
4'd12: 
	begin
	oups = 7'b0110001;
	end
4'd13: 
	begin
	oups = 7'b1000010;
	end
4'd14: 
	begin
	oups = 7'b0110000;
	end
4'd15: 
	begin
	oups = 7'b0111000;
	end
endcase
end
endmodule
==> flow/run.sh <==
#!/bin/bash
# OpenROAD 26Q1-2900-gdf79404cd8, Yosys 0.63+post, stock flow scripts
make -C /OpenROAD-flow-scripts/flow DESIGN_CONFIG=/design/flow/config.mk WORK_HOME=/design/flow/orfs finish
==> flow/config.mk <==
export PLATFORM = sky130hd
export DESIGN_NAME = updownctr
export DESIGN_NICKNAME = updownctr
export VERILOG_FILES = /design/flow/design.v
export SDC_FILE = /design/flow/constraint.sdc
export NUM_CORES = 4
export LEC_CHECK = 1
export CORE_UTILIZATION = 30
==> flow/constraint.sdc <==
current_design updownctr

set clk_period 4.0
set clk_io_pct 0.2

create_clock -name clk0 -period $clk_period [get_ports {clk}]

set non_clock_inputs [all_inputs -no_clocks]
set_input_delay [expr $clk_period * $clk_io_pct] -clock clk0 $non_clock_inputs
set_output_delay [expr $clk_period * $clk_io_pct] -clock clk0 [all_outputs]
==> impl_metrics.env <==
# yosys + openroad results
export IMPL_critPathLaunchType="flop"
export IMPL_layout_drive_gt1_share_pct=8.13
export IMPL_antenna_cells=0
export IMPL_grt_pass1_wl_um=7000
export IMPL_max_slew_margin_pct=41.1
export IMPL_clock_latency_ns=0.29
export IMPL_power_switching_share_pct=18.7
export IMPL_gp_congestion=0.818
export IMPL_area_delta_synth_final_pct=13.3
export IMPL_htree_levels=2
export IMPL_ff_latch_area_um2=771
export IMPL_drt_iter0_drc=39
export IMPL_warnings=31
export IMPL_p_int_mw=0.535
export IMPL_drc=0
export IMPL_synth_edff_count=1
export IMPL_worst_setup_path_end_kind="flop"
export IMPL_fmaxAchievable_mhz=472
export IMPL_yosys_stat_seqShare_pct=37.1
export IMPL_die_h_um=85.2
export IMPL_numCtsBuffers=5
export IMPL_hold_buffers=0
export IMPL_die_x_um=85.2
export IMPL_finalCriticalPeriod_ns=2.12
export IMPL_fp_util_pct=31.8
export IMPL_rsz0062_at_grt="false"
export IMPL_firstDrtPassIters=4
export IMPL_cts_resized=0
export IMPL_port_buffers=13
export IMPL_ys_cells=236
export IMPL_worst_pin_slew_ns=0.877
export IMPL_syn_cell_area_um2=2080
export IMPL_clk_path_buf_depth=2
export IMPL_cts_setup_buffers=0
export IMPL_setup_viol=0
export IMPL_path_clk_slew_ns=0.06
export IMPL_power_mw=0.659
export IMPL_cts_tree="built"
export IMPL_dieArea_um2=7260
export IMPL_p_comb_share_pct=0.8
export IMPL_power_frac_clock_pct=49.2
export IMPL_cellLeakagePower_nw=0.918
export IMPL_power_density_nw_per_um2=280
export IMPL_ant_nets=0
export IMPL_grt_max_degree=23
export IMPL_track_usage_pct=11.8
export IMPL_hold_viol=0
export IMPL_antenna_found_initial=0
export IMPL_via_count=1668
export IMPL_overflow=0
export IMPL_max_cap_viol_count=0
export IMPL_syn_inst=236
export IMPL_fill_cells=663
export IMPL_dpl_hpwl_um=2740
export IMPL_unclocked_pins=4
export IMPL_untimed_endpoints=15
export IMPL_finalMaxSlewViolations=0
export IMPL_finalCritPeriodShare_pct=53.0
export IMPL_flop_cell="dfxtp_1"
export IMPL_regToRegSetupSlack_ns=1.88
export IMPL_seq_power_share_pct=50.1
export IMPL_crit_type="reg -> reg"
export IMPL_cp_data_arrival_time_ns=2.26
export IMPL_path_max_fanout=15
export IMPL_skew_ns=0.00756
export IMPL_design_core_area_um2=6530
export IMPL_outcome="finished, final reports clean"
export IMPL_wl_per_cell_um=12.5
export IMPL_root_buffer="clkbuf_8"
export IMPL_yosys_cell_types_count=49
export IMPL_ys_warn_count=2
export IMPL_grt_pass1_vias=1488
export IMPL_irDropWorstVdd_mv=0.236
export IMPL_num_rows=29
export IMPL_p_sw_mw=0.123
export IMPL_cp_required_ns=4.14
export IMPL_finalWirelength_um=4020
export IMPL_yosys_area_um2=2080
export IMPL_setup_tns_ns=0
export IMPL_synthArstFlopShare_pct=10.8
export IMPL_synth_area_per_cell_um2=8.80
export IMPL_routed_via_density=5.16
export IMPL_boundaryPins=14
export IMPL_min_delay_path_class="reg -> reg"
export IMPL_comb_area_um2=1190
export IMPL_ys_ff=37
-- metal layers --
metal  GRT usage (%)  up-vias  share of wire (%)
met3            1.78        8                3.0
met1            18.0      761                 51
met5               0        -                  0
met2            18.5       27                 44
met4            2.00        0                1.8
li1                -      872                  -
-- registers in the layout, summed over array words and instances, names as in the netlist --
name,flops
clk1.count,32
oupl,4
clk1.clkout,1
-- area by class of cell --
| cell class | instances | area share, % |
|---|---|---|
| inverter | 12 | 1.92 |
| sequential | 37 | 32.8 |
| clock inverter | 1 | 1.28 |
| multi-input combinational | 176 | 50.7 |
| clock buffer | 7 | 3.67 |
| timing repair buffer | 13 | 5.53 |
| tap | 77 | 4.10 |
-- per-stage QoR --
stage / hold slack, ns / setup slack, ns / cells / instance area (µm²) / utilization (%)
floorplan: 0.438 / 2.21 / 236 / 2080 / -
global placement: 0.460 / 1.89 / 315 / 2230 / 34.2
detailed placement: 0.457 / 1.89 / 315 / 2230 / 34.2
CTS: 0.472 / 1.86 / 323 / 2350 / 36.0
global route: 0.513 / 1.69 / 323 / 2350 / 36.0
finish: 0.471 / 1.88 / 323 / 2350 / 36.0
-- cell families (layout without fill, tap and decap cells) --
| kind of cell | after synthesis | count (layout) | share of synthesized area, % |
|---|---|---|---|
| compound gates | 44 | 44 | 13.0 |
| xor+xnor | 21 | 21 | 8.86 |
| fa+ha+maj | 9 | 9 | 5.43 |
| buf+inv | 23 | 33 | 5.43 |
| flops | 37 | 37 | 37.1 |
| mux | 2 | 2 | 0.964 |
| simple gates | 100 | 100 | 29.2 |
-- power groups by stage --
| stage | Clock [mW] | Combinational, mW | Sequential [mW] |
|---|---|---|---|
| after global routing | 0.348 | 0.00573 | 0.330 |
| after CTS | 0.330 | 0.00512 | 0.330 |
| final | 0.324 | 0.00504 | 0.330 |
-- cell usage after synthesis, types with 2 or more instances --
| master | instances | area [µm²] |
|---|---|---|
| nand2_1 | 18 | 67.6 |
| nor2_1 | 13 | 48.8 |
| or4_4 | 2 | 22.5 |
| nand2b_1 | 2 | 12.5 |
| clkbuf_1 | 7 | 26.3 |
| inv_1 | 11 | 41.3 |
| dfrtp_1 | 4 | 100 |
| buf_6 | 3 | 33.8 |
| and3_1 | 3 | 18.8 |
| ha_1 | 9 | 113 |
| nor4_2 | 2 | 25.0 |
| xnor2_1 | 13 | 114 |
| nor4_1 | 6 | 37.5 |
| dfxtp_1 | 32 | 641 |
| mux2i_1 | 2 | 20.0 |
| o21ai_0 | 14 | 70.1 |
| nor3_1 | 7 | 35.0 |
| nand4_1 | 6 | 37.5 |
| o2bb2ai_1 | 2 | 17.5 |
| nor4b_1 | 3 | 26.3 |
| a21oi_1 | 14 | 70.1 |
| nand2_2 | 2 | 12.5 |
| or4_1 | 4 | 30.0 |
| nor2b_1 | 2 | 12.5 |
| nand3_1 | 12 | 60.1 |
| and2_1 | 2 | 12.5 |
| and4_1 | 5 | 43.8 |
| o31ai_1 | 5 | 37.5 |
| xor2_1 | 8 | 70.1 |
| or3_1 | 4 | 25.0 |
-- critical path, cell delays in order (launching register included) --
cell and delay (ns):
dfxtp_1 0.42, nand2_1 0.08, or4b_1 0.57, nor4_4 0.80, nor2b_1 0.11
-- path summary, 6_finish.rpt --
kind                                       to            from  cells past startpoint
worst max-delay path            clk1.count[1]  clk1.count[11]                      4
worst min-delay path            clk1.count[0]   clk1.count[0]                      1
worst max register to register  clk1.count[1]  clk1.count[11]                      4
worst min register to register  clk1.count[0]   clk1.count[0]                      1
-- placed cells by master, fill, tap and decap left out, drive strengths merged --
cell | Yosys | final
and3 | 4 | 4
o2bb2ai | 2 | 2
o221ai | 1 | 1
or4b | 2 | 2
nor3 | 7 | 7
clkdlybuf4s50 | 0 | 13
a221oi | 1 | 1
and2 | 2 | 2
or4 | 6 | 6
and4 | 5 | 5
a41o | 1 | 1
o21ai | 14 | 14
xnor2 | 13 | 13
edfxtp | 1 | 1
a211oi | 1 | 1
a21o | 1 | 1
nand3 | 13 | 13
or3 | 5 | 5
nor4 | 9 | 9
nor2b | 2 | 2
nor4b | 3 | 3
a22oi | 1 | 1
mux2i | 2 | 2
o31ai | 5 | 5
a21oi | 15 | 15
nand2 | 20 | 20
dfrtp | 4 | 4
nand2b | 2 | 2
clkbuf | 7 | 7
dfxtp | 32 | 32
o211ai | 1 | 1
clkinv | 1 | 1
nand4 | 7 | 7
ha | 9 | 9
nor2 | 13 | 13
bufinv | 0 | 1
xor2 | 8 | 8
inv | 11 | 11
o21bai | 1 | 1
No activity file was given, so power comes from the tool's default toggle rates.
