## /design/flow/run.sh

```bash
#!/bin/bash
# OpenROAD 26Q1-2900-gdf79404cd8, Yosys 0.63+post, stock flow scripts
make -C /OpenROAD-flow-scripts/flow DESIGN_CONFIG=/design/flow/config.mk WORK_HOME=/design/flow/orfs finish
```

## /design/flow/design.v

```verilog
module encoder (x, y, z);
input [7:0] x;
output reg [2:0] y;
output reg z;
always @ (x)
begin
case(x)
	8'b00000001: 
	begin
	y = 3'b000;
	z = 1;
	end
	8'b00000010:
	begin
	y = 3'b001;
	z = 1;
	end
	8'b00000100:
	begin
	y = 3'b010;
	z = 1;
	end
	8'b00001000:
	begin
	y = 3'b011;
	z = 1;
	end
	8'b00010000:
	begin
	y = 3'b100;
	z = 1;
	end
	8'b00100000:
	begin
	y = 3'b101;
	z = 1;
	end
	8'b01000000:
	begin
	y = 3'b110;
	z = 1;
	end 
	8'b10000000:
	begin
	y = 3'b111;
	z = 1;
	end 
	8'b00000000:
	begin
	z = 0;
	end
	default: 
	begin
	z = 0;
	end
endcase
end
endmodule
```

## /design/flow/constraint.sdc

```tcl
current_design encoder

set clk_period 2.3
set clk_io_pct 0.2

create_clock -name clk0 -period $clk_period

set non_clock_inputs [all_inputs -no_clocks]
set_input_delay [expr $clk_period * $clk_io_pct] -clock clk0 $non_clock_inputs
set_output_delay [expr $clk_period * $clk_io_pct] -clock clk0 [all_outputs]
```

## /design/flow/config.mk

```make
export PLATFORM = sky130hd
export DESIGN_NAME = encoder
export DESIGN_NICKNAME = encoder
export VERILOG_FILES = /design/flow/design.v
export SDC_FILE = /design/flow/constraint.sdc
export NUM_CORES = 4
export LEC_CHECK = 1
export CORE_AREA = 10 10 70 70
export DIE_AREA = 0 0 80 80
```

==> results_dict.tcl <==
# place-and-route summary
set metrics [dict create \
    outcome "complete, no violations" \
    grt_max_degree 10 \
    unclocked_pins 3 \
    asyncSetResetFlopFracSynth_pct 0 \
    synth_chip_area_sq_um 263 \
    synth_top_area_share_pct 17.1 \
    synth_cell_type_count 18 \
    max_clock_freq_mhz 512 \
    syn_inst 37 \
    hold_path_end "z" \
    ioPinCount 12 \
    finalCriticalPeriod_ns 1.95 \
    crit_type "input port to output port" \
    leakage_nw 0.282 \
    path_buffers 3 \
    holdCritPathClass "input port to output port" \
    setup.worst_path.start_class "input port" \
    fp.dieW_um 80 \
    hold_viol_final 0 \
    drv_cap 0 \
    slew_viol_final 0 \
    post_drt_wl_per_cell_um 8.53 \
    most_common_cell "o21ai_0" \
    largest_reg_flops 3 \
    vias 374 \
    dp_cells 110 \
    cts_hold_buf 0 \
    netlist_area_sq_um 263 \
    drt_iter0_markers 12 \
    cp_top_family "buffers and inverters" \
    flop_cell "dlxtn_1" \
    io_buffers 12 \
    grtUsageTotal_pct 3.01 \
    gp_congestion 0.735 \
    area.growth.synth_to_final_pct 134 \
    crit_path_max_incr_delay_ns 0.42 \
    rsz0062_at_grt "false" \
    ys_warn_count 1 \
    timing.final.ws_setup_ns 0.349 \
    core_sq_mm 0.00342 \
    diodes 0 \
    topCellsByArea "dlxtn_1 (17%), o21ai_0 (15%), xor2_1 (10%)" \
    tool_warnings 33 \
    num_rows 21 \
    tightest_slew_ns 0.237 \
    p_sw_mw 0.0341 \
    antenna_found_initial 0 \
    p_sw_share_pct 41.4 \
    grt_pass1_wl_um 1660 \
    hold_depth 5 \
    slowest_stage "clkdlybuf4s50_1" \
    untimed_endpoints 6 \
    slew_headroom_pct 84.2 \
    ir_drop_uv 81.8 \
    gr-total-overflow 0 \
    post-place-ws_ns -0.349 \
    grt_pass1_vias 367 \
    die_h_um 80 \
    path_max_fanout 6 \
    first_pass_iters 2 \
    ys.flops 3 \
    ys_top_cells_by_count "o21ai_0 (8), dlxtn_1 (3), nor2_1 (3), o21ai_1 (3), xor2_1 (3)" \
    enable_flop_cells 0 \
    routed_wl_um 964 \
    period_used_pct 84.8 \
    initial_utilization_pct 7.69 \
    drc 0 \
    postRouteAntennaNets 0 \
    clkPwrFrac_pct 0 \
    worstSetupPathDepth 5 \
    hpwl_um 766 \
    powerDensity_mw_per_mm2 134 \
    yosys_cells 37 \
    cp_cell_sequence "clkdlybuf4s50_1, buf_4, o2111ai_2, o21ai_2, dlymetal6s2s_1" \
    end_kind "output port" \
    avgSynthCellArea_sq_um 7.10 \
    placed_area_sq_um 552 \
    pwr-share-comb_pct 97.7 \
    chip_area_sq_mm 0.00640 \
    setup_viol 0 \
    p_seq_share_pct 2.3 \
    power_mw 0.0825 \
    cp.required_ns 1.84 \
    top_area_cell "dlxtn_1" \
    arrival_ns 1.49 \
    drive_gt1_share_pct 49.3 \
    design_area_sq_um 614 \
    internal-power_mw 0.0483 \
    worstHoldStart "x[0]" \
    final_cells 113 \
    vias_per_cell 3.31 \
]
==> worst min-delay path, cell delays in order <==
cell,delay [ns]
dlymetal6s2s_1,0.18
o21ai_2,0.08
o2111ai_2,0.08
o21ai_2,0.05
dlymetal6s2s_1,0.12
==> cell type report <==
| cell class | count | area (sq um) |
|---|---|---|
| fill | 388 | 2800 |
| multi-input combinational | 32 | 243 |
| sequential | 3 | 45.0 |
| timing repair buffer | 32 | 269 |
| tap | 46 | 57.6 |
==> per-stage QoR <==
stage | TNS (ns) | hold WS [ns] | utilization, %
after CTS | -0.249 | 1.97 | 16.3
after global routing | 0 | 1.48 | 18.0
after detailed placement | -0.349 | 1.99 | 16.2
after global placement | -0.319 | 2.00 | 16.2
after floorplan | 0 | 1.08 | -
final | 0 | 1.43 | 18.0
==> logic make-up after synthesis <==
family                 Yosys count  synth area share [%]
AND-OR/OR-AND                   18                  42.4
buffers and inverters            2                  6.19
AND/OR/NAND/NOR                 11                  24.3
latches                          3                  17.1
XOR/XNOR                         3                  10.0
==> power by group through the flow <==
stage | Sequential, mW | Combinational [mW] | Clock (mW)
CTS | 0.00189 | 0.0709 | 0
global route | 0.00192 | 0.0890 | 0
finish | 0.00187 | 0.0806 | 0
==> routing by layer <==
| layer | part of all wire, % | global-route usage [%] |
|---|---|---|
| met5 | 0 | 0 |
| met4 | 0 | 0 |
| met3 | 9.1 | 1.02 |
| met2 | 35 | 4.01 |
| met1 | 56 | 4.72 |
==> timing repair <==
action / 4_1_cts / 5_1_grt
setup buffers: 1 / 2
endpoints found under the hold margin: 0 / 0
setup endpoints to repair: 1 / 1
resized: 3 / 30
pin swaps: 1 / 6
==> worst max path at each step <==
stage,start,end,slack (ns)
finish,x[5],z,0.35
global route,x[5],z,0.29
CTS,x[2],z,-0.25
==> cells in the final DEF, fill, tap and decap left out <==
cell type	Yosys	routed
a2bb2oi_1	1	1
and3b_1	1	1
buf_4	0	21
buf_6	1	1
clkbuf_2	0	2
clkdlybuf4s50_1	0	4
dlxtn_1	3	3
dlymetal6s2s_1	0	4
nand3b_1	1	1
nor2_1	3	2
nor2_2	0	1
nor2b_1	2	2
nor3_1	2	1
nor3_2	0	1
o2111ai_2	0	1
o21a_1	2	2
o21ai_0	8	6
o21ai_1	3	1
o21ai_2	0	4
o31a_1	1	1
o31ai_1	2	2
or3_4	0	1
or4_1	1	1
xor2_1	3	2
xor2_2	0	1
No activity file was given, so power comes from the tool's default toggle rates.
