**flow/run.sh**
```bash
#!/bin/bash
# OpenROAD 26Q1-2900-gdf79404cd8, Yosys 0.63+post, stock flow scripts
make -C /OpenROAD-flow-scripts/flow DESIGN_CONFIG=/design/flow/config.mk WORK_HOME=/design/flow/orfs finish
```
**flow/config.mk**
```make
export PLATFORM = sky130hd
export DESIGN_NAME = bitadd4
export DESIGN_NICKNAME = bitadd4
export VERILOG_FILES = /design/flow/design.v
export SDC_FILE = /design/flow/constraint.sdc
export NUM_CORES = 4
export LEC_CHECK = 1
export CORE_AREA = 10 10 90 90
export DIE_AREA = 0 0 100 100
```
**flow/constraint.sdc**
```tcl
current_design bitadd4

set clk_period 5.2
set clk_io_pct 0.2

create_clock -name clk0 -period $clk_period

set non_clock_inputs [all_inputs -no_clocks]
set_input_delay [expr $clk_period * $clk_io_pct] -clock clk0 $non_clock_inputs
set_output_delay [expr $clk_period * $clk_io_pct] -clock clk0 [all_outputs]
```
**flow/design.v**
```verilog
module fulladd (cin, x, y, s, cout);
input cin, x, y;
output s, cout;
assign s = x ^ y ^ cin;
assign cout = (x & y) | (x & cin) | (y & cin);
endmodule
module bitadd4 (carryin, X, Y, S, carryout, ssd1x, ssd0x, ssd1y, ssd0y, ssd1o, ssd0o);
input [3:0] X, Y;
assign X1 = X;
assign Y1 = Y;
output [3:0] S;
wire [4:0] S1;
input carryin;
output carryout;
wire [3:1] C;
output reg [6:0] ssd1x, ssd0x, ssd1y, ssd0y, ssd1o, ssd0o;
assign S1 = {carryout, S};
reg [6:0] ro1, ro0, rx1, rx0, ry1, ry0; 
fulladd stage0 (carryin, X[0], Y[0], S[0], C[1]);
fulladd stage1 (C[1], X[1], Y[1], S[1], C[2]);
fulladd stage2 (C[2], X[2], Y[2], S[2], C[3]);
fulladd stage3 (C[3], X[3], Y[3], S[3], carryout);
always @ (S1)
begin
case(S1)
5'b00000: 
begin
ro1 = 7'b1111111;
ro0 = 7'b0000001;
end
5'b00001:
begin
ro1 = 7'b1111111;
ro0 = 7'b1001111;
end
5'b00010:
begin
ro1 = 7'b1111111;
ro0 = 7'b0010010;
end
5'b00011:
begin
ro1 = 7'b1111111;
ro0 = 7'b0000110;
end
5'b00100:
begin
ro1 = 7'b1111111;
ro0 = 7'b1001100;
end
5'b00101:
begin
ro1 = 7'b1111111;
ro0 = 7'b0100100;
end
5'b00110:
begin
ro1 = 7'b1111111;
ro0 = 7'b0100000;
end
5'b00111:
begin
ro1 = 7'b1111111;
ro0 = 7'b0001111;
end
5'b01000:
begin
ro1 = 7'b1111111;
ro0 = 7'b0000000;
end
5'b01001:
begin
ro1 = 7'b1111111;
ro0 = 7'b0000100;
end
5'b01010:
begin
ro1 = 7'b1001111;
ro0 = 7'b0000001;
end
5'b01011:
begin
ro1 = 7'b1001111;
ro0 = 7'b1001111;
end
5'b01100:
begin
ro1 = 7'b1001111;
ro0 = 7'b0010010;
end
5'b01101:
begin
ro1 = 7'b1001111;
ro0 = 7'b0000110;
end
5'b01110:
begin
ro1 = 7'b1001111;
ro0 = 7'b1001100;
end
5'b01111:
begin
ro1 = 7'b1001111;
ro0 = 7'b0100100;
end
5'b10000:
begin
ro1 = 7'b1001111;
ro0 = 7'b0100000;
end
5'b10001:
begin
ro1 = 7'b1001111;
ro0 = 7'b0001111;
end
5'b10010:
begin
ro1 = 7'b1001111;
ro0 = 7'b0000000;
end
5'b10011:
begin
ro1 = 7'b1001111;
ro0 = 7'b0000100;
end
5'b10100:
begin
ro1 = 7'b0010010;
ro0 = 7'b0000001;
end
5'b10101:
begin
ro1 = 7'b0010010;
ro0 = 7'b1001111;
end
5'b10110:
begin
ro1 = 7'b0010010;
ro0 = 7'b0010010;
end
5'b10111:
begin
ro1 = 7'b0010010;
ro0 = 7'b0000110;
end
5'b11000:
begin
ro1 = 7'b0010010;
ro0 = 7'b1001100;
end
5'b11001:
begin
ro1 = 7'b0010010;
ro0 = 7'b0100100;
end
5'b11010:
begin
ro1 = 7'b0010010;
ro0 = 7'b0100000;
end
5'b11011:
begin
ro1 = 7'b0010010;
ro0 = 7'b0001111;
end
5'b11100:
begin
ro1 = 7'b0010010;
ro0 = 7'b0000000;
end
5'b11101:
begin
ro1 = 7'b0010010;
ro0 = 7'b0000100;
end
5'b11110:
begin
ro1 = 7'b0000110;
ro0 = 7'b0000001;
end
5'b11111:
begin
ro1 = 7'b0000110;
ro0 = 7'b1001111;
end
default:
begin
ro1 = 7'b1111111;
ro0 = 7'b1111111;
end
endcase
 ssd1o = ro1;
 ssd0o = ro0;
end
always @ (X)
begin
case(X)
4'b0000:
begin 
rx1 = 7'b1111111;
rx0 = 7'b0000001;
end
4'b0001:
begin
rx1 = 7'b1111111; 
rx0 = 7'b1001111;
end
4'b0010:
begin
rx1 = 7'b1111111;
rx0 = 7'b0010010;
end
4'b0011:
begin
rx1 = 7'b1111111;
rx0 = 7'b0000110;
end
4'b0100:
begin
rx1 = 7'b1111111;
rx0 = 7'b1001100;
end
4'b0101:
begin
rx1 = 7'b1111111;
rx0 = 7'b0100100;
end
4'b0110:
begin
rx1 = 7'b1111111;
rx0 = 7'b0100000;
end
4'b0111:
begin
rx1 = 7'b1111111;
rx0 = 7'b0001111;
end
4'b1000:
begin
rx1 = 7'b1111111;
rx0 = 7'b0000000;
end
4'b1001:
begin
rx1 = 7'b1111111;
rx0 = 7'b0000100;
end
4'b1010:
begin
rx1 = 7'b1001111;
rx0 = 7'b0000001;
end
4'b1011:
begin
rx1 = 7'b1001111;
rx0 = 7'b1001111;
end
4'b1100:
begin
rx1 = 7'b1001111;
rx0 = 7'b0010010;
end
4'b1101:
begin
rx1 = 7'b1001111;
rx0 = 7'b0000110;
end
4'b1110:
begin
rx1 = 7'b1001111;
rx0 = 7'b1001100;
end
4'b1111:
begin
rx1 = 7'b1001111;
rx0 = 7'b0100100;
end
default: 
begin
rx1 = 7'b1111111;
rx0 = 7'b1111111;
end
endcase
 ssd1x = rx1;
 ssd0x = rx0;
end
always @ (Y)
begin
case(Y)
4'b0000:
begin 
ry1 = 7'b1111111;
ry0 = 7'b0000001;
end
4'b0001:
begin
ry1 = 7'b1111111; 
ry0 = 7'b1001111;
end
4'b0010:
begin
ry1 = 7'b1111111;
ry0 = 7'b0010010;
end
4'b0011:
begin
ry1 = 7'b1111111;
ry0 = 7'b0000110;
end
4'b0100:
begin
ry1 = 7'b1111111;
ry0 = 7'b1001100;
end
4'b0101:
begin
ry1 = 7'b1111111;
ry0 = 7'b0100100;
end
4'b0110:
begin
ry1 = 7'b1111111;
ry0 = 7'b0100000;
end
4'b0111:
begin
ry1 = 7'b1111111;
ry0 = 7'b0001111;
end
4'b1000:
begin
ry1 = 7'b1111111;
ry0 = 7'b0000000;
end
4'b1001:
begin
ry1 = 7'b1111111;
ry0 = 7'b0000100;
end
4'b1010:
begin
ry1 = 7'b1001111;
ry0 = 7'b0000001;
end
4'b1011:
begin
ry1 = 7'b1001111;
ry0 = 7'b1001111;
end
4'b1100:
begin
ry1 = 7'b1001111;
ry0 = 7'b0010010;
end
4'b1101:
begin
ry1 = 7'b1001111;
ry0 = 7'b0000110;
end
4'b1110:
begin
ry1 = 7'b1001111;
ry0 = 7'b1001100;
end
4'b1111:
begin
ry1 = 7'b1001111;
ry0 = 7'b0100100;
end
default:
begin 
ry1 = 7'b1111111;
ry0 = 7'b1111111;
end
endcase
 ssd1y = ry1;
 ssd0y = ry0;
end
endmodule
```
==> reports/results.ini <==
[outcome]
status = finished, final reports clean

[clocking]
holdBufCountCts = 0

[placement]
dp.cells = 292
hpwl_um = 2910
place_area_sq_um = 1720
gp_congestion = 0.917
pre_cts_ws_ns = -0.368
port_buffers = 45

[power_and_ir_drop]
p_sw_share_pct = 41.7
intPower_uw = 167
comb_power_share_pct = 100.0
power_switching_uw = 120
ir_drop_mv = 0.0661
p_clk_share_pct = 0
leakagePower_uw = 0.000872
p_seq_share_pct = 0
power_uw = 287
power.density_nw_per_um2 = 159

[synth]
synth_cells = 164
top_cell_area_share_pct = 19.6
yosys.area_share.aoi_pct = 23.1
ys_sh_simple_pct = 18.6
common_cells = buf_4 (21), ha_1 (18), nand2_1 (18)
ys_warn_count = 3
synth.area.mux_share_pct = 7.20
yosysTopAreaCell = ha_1
fa_ha_area_share_pct = 26.6
area_leaders = ha_1 (20%), buf_4 (14%), o21ai_0 (7.4%)
ys_sh_xor_pct = 0.763
synth_area_sq_um = 1150
synth.logic.top_family = adder cells
ys_seq_share_pct = 0
yosys_cells = 164
synthDistinctLibCells = 37
yosys_area_sq_um = 1150
yosysMostFrequentCell = buf_4
avgSynthCellArea_sq_um = 7.00

[routing]
route.met3.wl_um = 258
wirelength_um = 3520
drtPass1Iterations = 4
wl_per_cell_um = 11.8
drtIter0Drc = 37
vias_per_cell = 4.26
routed.top_layer = met4
met1_length_um = 1470
met2_wirelength_um = 1770
vias = 1270
antenna_left = 0
n_antenna_cell = 0
drc = 0

[floorplanning]
rows = 29
die_w_um = 100
die_area_sq_um = 10000
coreArea_sq_um = 6280
fp_util_pct = 18.3
dieHeight_um = 100
ios = 56

[finish]
flop_area_sq_um = 0
drive_gt1_share_pct = 21.3
flops = 0
area_growth_pct = 56.9
fin_area_sq_um = 1800
final_cells = 298
clkbuf_count = 0

[sta]
period_used_pct = 97.1
rsz0062_at_grt = no
setup_viol = 0
holdWs_ns = 3.06
hold_violations = 0
layout_min_cycle_time_ns = 5.05
clock.fmax_ghz = 0.198
drv_slew = 0
setup_ws_ns = 0.151

[hold_path]
worst_hold_startpoint = carryin
worstHoldPathCells = 7
min_to = ssd0o[6]
hp-class = primary input to output port

[global_route]
grt_util_all_layers_pct = 6.73
antenna_found_initial = 0
grt_max_degree = 19
grt_pass1_wl_um = 5890
grt_pass1_vias = 1235
grt_overflow = 0

[worst_setup_path]
arrival_ns = 4.01
critPathCaptureType = output port
crit_path_max_fanout = 7
crit_chain = dlygate4sd2_1, inv_2, fa_2, fa_2, fa_2, fa_2, buf_4, buf_4, nand3_1, nand3_1, clkdlybuf4s50_1
slowest_stage = fa_2
critPathMaxStageDelay_ns = 0.66
critPathKind = primary input to output port
start_kind = primary input
required_ns = 4.16
cp_common_cell = fa_2

[flow_run]
warning_count = 48
max_cap_violations = 0

## worst max-delay path: cells and delay by family
family | cells | cell delay (ns)
buffers and inverters | 5 | 1.08
adder cells (fa/ha/maj) | 4 | 1.74
AND/OR/NAND/NOR | 2 | 0.14
## how the worst max path moves through the flow
stage            from  endpoint  slack [ns]  depth (start not counted)
finish           X[0]  ssd0o[3]        0.15                         11
global route     X[0]  ssd0o[3]       0.008                         11
CTS           carryin  ssd0o[6]       -0.11                         11
## stage by stage
| step | TNS (ns) | util, % |
|---|---|---|
| final | 0 | 28.7 |
| after global routing | 0 | 28.7 |
| after CTS | -0.306 | 28.1 |
| after detailed placement | -3.58 | 27.3 |
| after global placement | -3.39 | 27.3 |
| after floorplan | 0 | - |
## final cells by class
type                       instances  area (sq um)
multi-input combinational        130           955
timing repair buffer              75           689
inverter                          16          60.1
fill                             669          4480
tap                               77          96.3
## cells by family (layout without fill, tap and decap cells)
group                      count (synthesis)  after routing
and+or+nand+nor                           46             46
other                                      1             11
muxes                                      7              7
AOI/OAI and AO/OA                         43             43
xor gates and xnor gates                   1              1
buffers and inverters                     44             91
adders and majority gates                 22             22
## power groups by stage
stage                 sequential (uW)  clock [uW]  combinational (uW)
final                               0           0                 287
after global routing                0           0                 321
after CTS                           0           0                 281
## cell usage in the layout (no fill, tap or decap), types with 2 or more instances in the layout
master / count
buf_4: 28
conb_1: 11
fa_2: 4
nand2b_1: 2
inv_2: 4
clkdlybuf4s50_1: 37
nor2_1: 7
a31oi_1: 2
a21o_1: 2
mux2i_1: 6
dlymetal6s2s_1: 2
ha_1: 18
o2111ai_1: 2
and3_1: 4
nor2b_1: 2
nand3_1: 6
a21oi_1: 9
dlygate4sd2_1: 6
a31o_2: 2
inv_1: 12
nand2_1: 18
o21ai_0: 15
o21ai_1: 2
## per-layer routing
| layer | GRT usage [%] | vias to the layer above |
|---|---|---|
| li1 | - | 648 |
| met1 | 8.68 | 582 |
| met2 | 11.6 | 38 |
| met3 | 1.60 | 2 |
| met4 | 0.435 | 0 |
| met5 | 0 | - |
## repair_timing
item / CTS / global route
cloned: 1 / 0
gates resized: 18 / 8
pin swaps: 5 / 6
endpoints found under the setup margin: 13 / 11
setup buffers: 4 / 1
Power is estimated from default activity; no workload was simulated.
